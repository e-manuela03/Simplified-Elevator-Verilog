==> /design/flow/config.mk <==
export PLATFORM = sky130hd
export DESIGN_NAME = TOP
export DESIGN_NICKNAME = TOP
export VERILOG_FILES = /design/flow/design.v
export SDC_FILE = /design/flow/constraint.sdc
export NUM_CORES = 4
export LEC_CHECK = 1
export CORE_UTILIZATION = 30
==> /design/flow/constraint.sdc <==
current_design TOP

set clk_period 4.2
set clk_io_pct 0.2

create_clock -name clk0 -period $clk_period [get_ports {clk}]

set non_clock_inputs [all_inputs -no_clocks]
set_input_delay [expr $clk_period * $clk_io_pct] -clock clk0 $non_clock_inputs
set_output_delay [expr $clk_period * $clk_io_pct] -clock clk0 [all_outputs]
==> /design/flow/design.v <==
`timescale 1ns / 1ps
module CHANGE_DETECTOR(
                          input clk,
                          input rst,
                          input [1:0] in,
                          output reg change   
                       );
     reg [1:0] memo;
  always@(posedge clk)
  begin
    if(rst==1)
     begin
        memo<=0;
     end
    else begin
          memo<=in;
         end
  end
  always@(*)
   begin
     if(memo!=in) 
     begin 
       change=1;
     end 
     else begin
      change=0;
     end
     end
endmodule
`timescale 1ns / 1ps
module CLK_DELAY(
                   input clk,
                   input rst,
                   input en,
                   output clk_delay
                 );
  reg [31:0] count;
always@(posedge clk)
begin
   if(rst==1)
     count<=0;
   else
   count<=count+1; 
end
assign clk_delay=count[27];
endmodule
`timescale 1ns / 1ps
module COUNTER #(parameter W=4)(
    input clk,
    input rst,
    input en,
    output reg [W-1:0] changes_count
    );
always@(posedge clk)
begin
if(rst==1)
    begin
    changes_count<=0;
    end
else if(en==1) changes_count<=changes_count+1;
        else changes_count<=changes_count;
end
endmodule
`timescale 1ns / 1ps
module ELEVATOR(
                  input clk,
                  input rst,
                  input stop,
                  input [1:0] in,
                  output [1:0] floor,
                  output [3:0] changes_count
                );
 wire count_enable;
 COUNTER COUNTER0(
                    .clk(clk),
                    .rst(rst),
                    .en(count_enable),
                    .changes_count(changes_count)
                   );
 CHANGE_DETECTOR CHANGE_DETECTOR(
                                   .clk(clk),
                                   .rst(rst),
                                   .in(in),
                                   .change(count_enable) 
                                 );
 ELEVATOR_FSM ELEVATOR_FSM(
                              .clk(clk),
                              .rst(rst),
                              .stop(stop),
                              .in(in),
                              .floor(floor));
endmodule
`timescale 1ns / 1ps
module ELEVATOR_FSM(
    input clk,
    input rst,
    input stop,
    input [1:0] in,
    output [1:0] floor
    );
 localparam FLOOR0=2'b00;
 localparam FLOOR1=2'b01;
 localparam FLOOR2=2'b10;
 localparam FLOOR3=2'b11;
 reg [1:0] state, state_next;
 always@(posedge clk)
 begin
 if(rst==1)
    begin
        state<=FLOOR0;
    end
 else state<=state_next;
 end
 always@(*)
 begin
 state_next=state;
 case(state)
    FLOOR0: begin
                if(in==0 | stop==1) state_next=FLOOR0;
                else if(in>0) state_next=FLOOR1;
            end
    FLOOR1: begin
                if(in==1 | stop==1) state_next=FLOOR1;
                else if(in>1) state_next=FLOOR2;
                else if(in<1) state_next=FLOOR0;
            end
    FLOOR2: begin
                if(in==2 | stop==1) state_next=FLOOR2;
                else if(in>2) state_next=FLOOR3;
                else if(in<2) state_next=FLOOR1;
            end
    FLOOR3: begin
                if(in==3 | stop==1) state_next=FLOOR3;
                else if(in<3) state_next=FLOOR2;    
            end
    default : state_next=FLOOR0;
 endcase
 end
 assign floor=(state==FLOOR0)? 0 : (state==FLOOR1)? 1: (state==FLOOR2)? 2: (state==FLOOR3)? 3:0;
endmodule
`timescale 1ns / 1ps
module FLOOR_TRANSCODER(
                          input [1:0] in,
                          output reg [6:0] out
                        );
always@(*)
begin
 case(in)
   2'b00: out=7'b000_1100;
   2'b01: out=7'b111_1001;
   2'b10: out=7'b010_0100;
   2'b11: out=7'b011_0000;
   default: out=7'b000_1100;
 endcase
end
endmodule
`timescale 1ns / 1ps
module TOP(
             input clk,
             input rst,
             input en,
             input stop,
             input [1:0] in,
             output clk_delay,
             output [6:0] floor_display,
             output [3:0] changes_count
           );
           wire clkdelay1;
           wire [1:0] floor1;
  CLK_DELAY CLK_DELAY(
                        .clk(clk),
                        .rst(rst),
                        .en(en),
                        .clk_delay(clk_delay1)
                      );
   ELEVATOR ELEVATOR(
                        .clk(clk_delay1),
                        .rst(rst),
                        .stop(stop),
                        .in(in),
                        .changes_count(changes_count),
                        .floor(floor1)
                     );
FLOOR_TRANSCODER TRANSCODER(
                                 .in(floor1),
                                 .out(floor_display)
                                );
  assign  clk_delay=clk_delay1;
endmodule
==> /design/flow/run.sh <==
#!/bin/bash
# OpenROAD 26Q1-2900-gdf79404cd8, Yosys 0.63+post, stock flow scripts
make -C /OpenROAD-flow-scripts/flow DESIGN_CONFIG=/design/flow/config.mk WORK_HOME=/design/flow/orfs finish
==> impl_metrics.json <==
{
  "outcome": "finished clean",
  "row_count": 27,
  "r2r_end": "CLK_DELAY.count[24]",
  "pin_count": 18,
  "crit_fanout": 13,
  "cts_root_buf": "clkbuf_8",
  "cts_tree": "built",
  "holdBufCountCts": 0,
  "insertion_delay_ns": 0.27,
  "hp-start": "CLK_DELAY.count[25]",
  "fin_util": 0.3602,
  "place_hpwl_um": 1967,
  "hold_depth": 2,
  "max_stage_delay_ns": 0.56,
  "chipArea_sq_mm": 0.006097,
  "final_cell_mix": "dfxtp_1 (38), nor2_1 (22), a21oi_1 (21)",
  "grt_start_max_net_pins": 39,
  "worst_clock_skew_ns": 0.002045,
  "drtIter0Drc": 58,
  "leakagePower_uw": 0.0006164,
  "crit_chain": "clkdlybuf4s50_1",
  "top_area_cell": "dfxtp_1",
  "portBuffers": 15,
  "setup_tns_ns": 0,
  "fmax_mhz": 452.7,
  "finalSetupViolations": 0,
  "reg2reg_setup_slack_ns": 2.08,
  "drcViolationCount": 0,
  "min_to": "CLK_DELAY.count[25]",
  "htree_levels": 1,
  "syn_to_final_growth_pct": 14.91,
  "r2r_cells": 5,
  "routed_wl_um": 2931,
  "avgViaCountPerCell": 4.930,
  "drv_cap": 0,
  "rsz0062_at_grt": "false",
  "core_util_floorplan": 0.3135,
  "die-height_um": 78.09,
  "grt_pass1_vias": 1186,
  "synth_seq_share": 0.4380,
  "critPathCaptureType": "output pin",
  "cp_data_required_time_ns": 3.36,
  "numSynthFlops": 38,
  "powerDensity_mw_per_mm2": 251.3,
  "layout_top_cell": "dfxtp_1",
  "cts_resized": 0,
  "cts.clk_slew.worst_paths_ns": 0.09,
  "ys.warnings.count": 6,
  "die_x_um": 78.09,
  "crit_arrival_ns": 1.37,
  "cts.path.max_buffers": 2,
  "fin_crit_sh": 0.5260,
  "yosysTopAreaCellShare": 0.4380,
  "final_hold_viol_count": 0,
  "diodes": 0,
  "untimed_endpoints": 20,
  "grt.total_usage": 0.1005,
  "post-route-min-period_ns": 2.209,
  "critPathBufInv": 1,
  "grt_antenna_before_repair": 0,
  "drtPass1Iterations": 4,
  "post_cts_buffers": 0,
  "crit_family": "flip-flops",
  "worstReg2RegStart": "CLK_DELAY.count[0]",
  "syn-cell-area_sq_mm": 0.001737,
  "grt_overflow": 0,
  "cpMaxStageDelayCell": "dfxtp_1",
  "ys_area_sq_mm": 0.001737,
  "ant_nets": 0,
  "worstSetupPathType": "flop to output pin",
  "wire_per_inst_um": 10.28,
  "gp_congestion": 0.7534,
  "hold_path.class": "flop to flop",
  "irDropWorstVdd_uv": 205.6,
  "core-area_sq_mm": 0.005540,
  "synth.avg_cell_area_sq_um": 8.555,
  "crit_path_start_kind": "flop",
  "ys_cells": 203,
  "syn_inst": 203,
  "cts_inserted_buffers": 3,
  "area_leaders": "dfxtp_1 (44%), xnor2_1 (6.6%), a21oi_1 (6.1%)",
  "slew_viol_final": 0,
  "drive_gt1_frac": 0.04695,
  "vias": 1405,
  "grt_pass1_wl_um": 5140,
  "ys_types": 32,
  "unclocked_regs": 10,
  "warning_count": 26
}
==> per-layer routing <==
layer,global-route usage,vias up,wire length [um]
met1,0.1556,630,1525
met5,0,-,0
met2,0.1588,21,1291
li1,-,752,-
met4,0.01296,0,24
met3,0.009445,2,89
==> power breakdown <==
part | internal, uW | switching [uW]
combinational | 9.59 | 13.1
clock | 127 | 80.5
sequential | 268 | 2.93
total | 405 | 96.5
==> cells by family after synthesis <==
logic type,Yosys count,synth area share
and+or+nand+nor,83,0.2637
xor gates and xnor gates,16,0.08069
AOI/OAI and AO/OA,44,0.1470
DFF,38,0.4380
other,1,0.002159
adders and majority gates,2,0.01441
buffers and inverters,19,0.05403
==> cell type report <==
class	instances	area, sq um
fill	555	3545
multi-input combinational	146	882.1
sequential	38	760.7
timing repair buffer	16	157.7
tap	72	90.09
clock buffer	3	41.29
inverter	9	33.78
clock inverter	1	30.03
==> synthesized netlist by cell type <==
library cell  number
nor3_1             6
a221oi_1           1
a22oi_1            1
or4_4              2
clkbuf_1           6
conb_1             1
nand4_2            1
o31ai_1            8
xor2_1             3
or3_1              7
inv_1              9
a21oi_1           21
nor4_1             1
and4_1             3
o21ai_0            5
ha_1               2
dfxtp_1           38
nand3_1           11
nor2b_1            3
nor2_1            22
and4_2             1
xnor2_1           13
o21ai_1            5
a21boi_0           1
nand4_1            8
a2111oi_0          1
o21bai_1           1
buf_4              2
or2_2              1
or4_1              8
buf_6              2
nand2_1            9
==> tightest hold or removal path, stage by stage, from the launching register on <==
cell and delay (ns):
dfxtp_1 0.33, o31ai_1 0.06, a21oi_1 0.05
==> sequential cells by signal (all words and copies together), names as in the netlist <==
signal / cells
ELEVATOR.ELEVATOR_FSM.state: 4
ELEVATOR.COUNTER0.changes_count: 4
ELEVATOR.CHANGE_DETECTOR.memo: 2
CLK_DELAY.count: 28
==> through the flow <==
step           hold slack [ns]  power [uW]  setup slack, ns  instances  area [sq um]
6_report                0.4842       501.6            1.991        285          1996
5_1_grt                 0.5109       523.9            1.866        285          1996
4_1_cts                 0.4860       510.6            1.950        285          1996
3_5_place_dp            0.4654       300.1            2.114        281          1924
3_3_place_gp            0.4609       300.0            2.106        281          1924
2_1_floorplan           0.4370       292.1            2.284        203          1737
==> worst max-delay path by stage <==
stage,start,end,cells past startpoint
final,CLK_DELAY.count[27],clk_delay,1
after CTS,CLK_DELAY.count[27],clk_delay,1
after global routing,CLK_DELAY.count[27],clk_delay,1
No activity file was given, so power comes from the tool's default toggle rates.
